### ./run.sh
#!/bin/bash
# OpenROAD 26Q1-2900-gdf79404cd8, Yosys 0.63+post, stock flow scripts
make -C /OpenROAD-flow-scripts/flow DESIGN_CONFIG=/design/flow/config.mk WORK_HOME=/design/flow/orfs finish
### ./config.mk
export PLATFORM = sky130hd
export DESIGN_NAME = DataMem
export DESIGN_NICKNAME = DataMem
export VERILOG_FILES = /design/flow/design.v
export SDC_FILE = /design/flow/constraint.sdc
export NUM_CORES = 4
export LEC_CHECK = 1
export CORE_UTILIZATION = 40
### ./constraint.sdc
current_design DataMem

set clk_period 18.9
set clk_io_pct 0.2

create_clock -name clk0 -period $clk_period [get_ports {Clk}]

set non_clock_inputs [all_inputs -no_clocks]
set_input_delay [expr $clk_period * $clk_io_pct] -clock clk0 $non_clock_inputs
set_output_delay [expr $clk_period * $clk_io_pct] -clock clk0 [all_outputs]
### ./design.v
module DataMem(
  input              Clk,
                     Reset,
                     WriteEn,	
  input [7:0]        DataAddress,    
                     DataIn,		 
  output logic[7:0]  DataOut);
  logic [7:0] Core[256];			 
  always_comb                  
    DataOut = Core[DataAddress];
  always_ff @ (posedge Clk)		  
    if(Reset) begin
      for(int i=0;i<256;i++)
	    Core[i] <= 0;
	end
    else if(WriteEn) 
      Core[DataAddress] <= DataIn;
endmodule
==> deck_impl_summary.md <==
Key Metrics from the Run

Status
  – Status: finished, final reports clean

Power
  – VDD IR-drop max: between 0.00008 and 0.00009 V
  – Overall power: 9.93 mW
  – Leakage power: 41.3 nW
  – Power Dens Cells: 95.8 nW/um2

Cells and area
  – Top flop regs: Core x2048
  – Biggest register: Core
  – Area grow syn2layout: 9.49%
  – Largest register FFs: 2048
  – Share of cells above drive strength 1: 17.5%

Setup path
  – Crit path DAT: 9.39 ns
  – Crit end category: primary output
  – Worst EP required: 15.12 ns
  – Kind of critical path: in2out
  – Crit path launch: DataAddress[0]
  – Crit path to: DataOut[7]
  – Startpoint types: input port
  – Peak fanout along the critical path: ~68

Global routing
  – Global Route Usage Sum: 23.6%
  – Largest net degree at the start of global routing: 141
  – First-pass GRT wire length: 384 mm
  – Vias in the first global route: 57.5k
  – Initial antenna violation count: 7
  – GRT Residual Overflow: 0

Yosys
  – Sequential-to-total area share from yosys stat: 65.0%
  – Synth cell count leaders: 2048 x edfxtp_1, 1882 x and3_1, 781 x clkbuf_1
  – Post-synth EDFFs: 2048
  – Mapped Cells: 6266
  – Synth cell types: 28
  – Max-area cell share: 65.0%
  – Yosys top cell by area: edfxtp_1
  – Synthesis area per yosys: 94600 um2
  – Avg Cell Area, Syn: 15.1 um2
  – Flops out of synthesis: 2048
  – Yosys cell count: between 6k and 7k
  – Synth warn: 1
  – Cell area leaders: edfxtp_1 65%, and3_1 12%, mux4_2 12%
  – Synth top cell by count: edfxtp_1
  – Post-Syn Area: 94600 um2
  – Ys async rst share: 0%
  – Main flop type: edfxtp_1

STA
  – Period utilisation layout: between 60% and 70%
  – Final setup viols: 0
  – Max Fclk: 0.0759 GHz
  – Slew HR: roughly 9%
  – Tmin final: 13.17 ns
  – Final Slew Violations: 0
  – Unrepaired setup endpoints after global routing: false
  – Total Neg Setup Slack: 0 ns
  – Hold Slack: approximately 3.4 ns
  – Slew at the pin closest to its max-slew limit: 1.35 ns
  – Endpoints failing hold: 0

Clocking
  – Bufs on Longest Clock Path: 3
  – H-tree depth: 4
  – Root Driver: clkbuf_16
  – Post-CTS Setup Repair Bufs: 0
  – CTS buffer count: around 210
  – Clk slew on worst S/H paths: 0.06 ns
  – CTS resizes: 0
  – CTS tree: built
  – Post-CTS Hold Buffers: 0
  – Sink Count: 2048

Die
  – Standard cell core area: 235000 um2
  – FP Core Util: 40.2%
  – Row count: roughly 180
  – Die H: 488 um
  – Die Span X: 488 um
  – IO Pins: 27
  – Die ar.: 239000 um2

Detailed routing
  – WL met2: 123 mm
  – M1 WL: 93.0 mm
  – Routed WL per cell: 28.1 um
  – Met3 wire length: 32.2 mm
  – DRC Markers: 0
  – Final wirelength: between 200 and 300 mm
  – Max Used Layer: met5
  – First DRT Iteration DRCs: 4050
  – DR vias: 54.3k
  – Remaining antenna violation count: 0
  – Drt first pass iters: 6
  – DR vias/cell: 5.96

Placed design
  – # port buffers: 26
  – Dpl hpwl: 143 mm
  – Gpl congestion: 0.871

Worst hold path
  – Worst hold path class: in2reg

Job
  – OpenROAD warning count: 47
  – Max Cap Viol: 0
## power breakdown
| part | total, mW | switching (mW) | internal [mW] |
|---|---|---|---|
| Clock | 3.94 | 1.74 | 2.19 |
| Combinational | 0.724 | 0.468 | 0.255 |
| Sequential | 5.27 | 0.0578 | 5.21 |
| Total | 9.93 | 2.27 | 7.66 |
## worst min-delay path by stage
stage / start / to / slack, ns / depth (start not counted)
finish: DataIn[1] / Core[22][1]$_SDFFCE_PN0P_ / 3.45 / 2
global route: DataIn[1] / Core[22][1]$_SDFFCE_PN0P_ / 3.45 / 2
CTS: DataIn[1] / Core[22][1]$_SDFFCE_PN0P_ / 3.41 / 2
## logic make-up (layout without fill, tap and decap cells)
group | Yosys count | in the layout | synth area share, %
AND-OR/OR-AND | 651 | 651 | 4.87
buffers and inverters | 891 | 585 | 3.69
flip-flops | 2048 | 2048 | 65.0
multiplexers | 512 | 512 | 12.2
other | 0 | 3 | 0
AND/OR/NAND/NOR | 2164 | 2164 | 14.3
## layout by cell type, fill, tap and decap left out, types with 4 or more instances in the layout
cell and instances:
mux4_2 512, clkinv_1 50, nand4_1 9, nor2_1 6, a21o_1 233, clkinv_8 5, clkbuf_16 211, clkbuf_8 4
a21oi_1 128, edfxtp_1 2048, buf_4 179, clkbuf_1 54, nand2b_1 7, and3_1 1882, o41ai_1 30, and2_1 170
buf_8 7, nor2b_1 6, clkinv_2 28, bufinv_16 11, buf_12 11, a22oi_1 256, nor3_4 12, nor3_1 10
nand2_1 8, clkdlybuf4s50_1 15, or2_2 24, nor2_4 17
## through the flow
step / instances / cell area (um2) / setup slack (ns) / util [%]
2_1_floorplan: 6266 / 94600 / 9.53 / -
6_report: 9113 / 104000 / 5.73 / 44.1
3_3_place_gp: 8741 / 97200 / 5.47 / 41.3
3_5_place_dp: 8741 / 97200 / 5.63 / 41.3
5_1_grt: 9111 / 104000 / 5.47 / 44.1
4_1_cts: 9110 / 104000 / 5.64 / 44.1
## critical path: stages
cell and delay [ns]:
buf_8 0.49, buf_4 0.69, buf_12 0.53, buf_4 0.67
mux4_2 0.59, a22oi_1 0.32, a21oi_1 0.22, o41ai_1 0.85
buf_4 0.27, nand4_1 0.24, clkdlybuf4s50_1 0.51
## cell type report
cell class,count,area (um2)
fill,20000,132000
multi-input combinational,3327,29900
antenna,3,7.51
tap,3150,3940
clock inverter,104,911
sequential,2048,61500
timing repair buffer,216,1870
clock buffer,265,5480
## routing by layer
layer / track usage, % / vias to the layer above
met5: 0.408 / -
met4: 6.19 / 4
met3: 12.8 / 415
met2: 35.3 / 2729
met1: 31.7 / 27300
li1: - / 23800
No activity file was given, so power comes from the tool's default toggle rates.
