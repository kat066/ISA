$ cat /design/flow/config.mk
export PLATFORM = sky130hd
export DESIGN_NAME = RegFile
export DESIGN_NICKNAME = RegFile
export VERILOG_FILES = /design/flow/design.v
export SDC_FILE = /design/flow/constraint.sdc
export NUM_CORES = 4
export LEC_CHECK = 1
export CORE_UTILIZATION = 50
$ cat /design/flow/constraint.sdc
current_design RegFile

set clk_period 1.8
set clk_io_pct 0.2

create_clock -name clk0 -period $clk_period [get_ports {Clk}]

set non_clock_inputs [all_inputs -no_clocks]
set_input_delay [expr $clk_period * $clk_io_pct] -clock clk0 $non_clock_inputs
set_output_delay [expr $clk_period * $clk_io_pct] -clock clk0 [all_outputs]
$ cat /design/flow/design.v
module RegFile #(parameter W=8, D=3)(		   
  input                Clk,
                       WriteEn,
  input        [D-1:0] Raddr,				   
                       Waddr,
  input        [W-1:0] DataIn,
  output       [W-1:0] DataOutA,			   
  output logic [W-1:0] DataOutB				   
    );
logic [W-1:0] Registers[2**D];	   
assign      DataOutA = Registers[1];	   
always_comb DataOutB = Registers[Raddr];     
always_ff @ (posedge Clk)
  if (WriteEn)	                              
    Registers[Waddr] <= DataIn;
initial begin
	Registers[0]=0;
end
endmodule
$ cat /design/flow/run.sh
#!/bin/bash
# OpenROAD 26Q1-2900-gdf79404cd8, Yosys 0.63+post, stock flow scripts
make -C /OpenROAD-flow-scripts/flow DESIGN_CONFIG=/design/flow/config.mk WORK_HOME=/design/flow/orfs finish
==> out/metrics.csv <==
stage,metric,value,unit
outcome,status,finished with violations,
outcome,failing checks,setup timing,
worst_setup_path,Worst setup EP type,primary output,
routing,ANT nets after route,0,
placement,IO Port Bufs,31,
hold_path,min-delay src,DataIn[1],
final_layout,share of layout cells above drive strength 1,44.57,%
worst_setup_path,"Buf+Inv Stages, Crit Path",1,
clock_tree,Hold Buf Count CTS,0,
global_route,GRT Total Usage,21.13,%
floorplan,die area,0.005351,mm2
floorplan,die width,73.15,um
synth,syn_area_per_cell,23.88,um2
final_timing,RSZ-0062 raised after global routing,yes,
global_route,initial antenna violation count,0,
synth,Synth Warn #,1,
clock_tree,clock tree sinks,64,
worst_setup_path,Crit Path Category,reg2out,
clock_tree,Clock H-tree levels,3,
hold_path,Hold Path End,Registers[5][1],
final_timing,count of final setup violators,8,
worst_setup_path,Worst path slowest cell,mux4_2,
synth,Yosys chip area,0.002531,mm2
synth,aoi share,0,%
placement,placed cell area,0.003094,mm2
power,Total Power Consumption,2.908,mW
routing,n_diodes,0,
worst_setup_path,CP startpoint,Registers[1][2],
final_layout,Synth-to-Final Area Change,30.55,%
final_timing,fmax,0.5155,GHz
synth,Basic Gates by Area,2.323,%
final_timing,worst setup margin,-0.1400,ns
worst_setup_path,Critical Path AT,1.58,ns
routing,DRT Pass-1 Iters,4,
flow_run,Max Cap Viol,0,
synth,Syn Inst Count,106,
synth,synthesized-area fraction occupied by adder cells,0,%
global_route,largest net degree at the start of global routing,10,
synth,"mux frac, synth",20.02,%
worst_setup_path,Critical Path RT,1.44,ns
final_timing,Hold Fails Final Rpt,0,
synth,Synth Register Bits,64,
floorplan,I/O pin count,32,
clock_tree,CTS tree,done,
routing,Via Count,1306,
hold_path,Hold Path Class,in2reg,
worst_setup_path,Critical Path Fanout Max,2,
clock_tree,"Reg clk slew, reported paths",0.06,ns
worst_setup_path,CP Launch Type,flip-flop,
synth,cell count in the Yosys report,106,
floorplan,die height,73.15,um
clock_tree,Clk Tree Root Cell,clkbuf_8,
routing,drt total wl,4643,um
worst_setup_path,Max stage delay on crit path,0.46,ns
global_route,gr ovfl total,0,
floorplan,core area,0.004786,mm2
flow_run,number of OpenROAD warnings,28,
final_timing,min Tclk post-route,1.940,ns
worst_setup_path,Worst path depth,3,
global_route,vias in the first global route,1384,
floorplan,Initial Util,52.89,%
synth,synthesized cell area,0.002531,mm2
synth,yosys xor share,0,%
routing,Iteration-0 DRC Markers,39,
final_timing,crit share post-route,107.8,%
worst_setup_path,top cell family by delay on the critical path,multiplexers,
hold_path,cell count of the worst hold path,1,
placement,hpwl dp,2841,um
synth,Cell Type Count,13,
clock_tree,CTS buffer count,9,
synth,"Seq share, synth",75.93,%
routing,vias per inst,5.203,
final_layout,Largest Register,Registers,
final_layout,max reg flops,64,
routing,WL/cell,18.50,um
floorplan,num rows,25,
final_timing,Final Max Tran Viols,0,
power,power density cells,880.0,mW/mm2
final_timing,relative slew slack,83.67,%
final_layout,largest registers,Registers x64,
clock_tree,worst-case clock buffer depth,2,
synth,"top comb family, area",multiplexers,
power,worst vdd ir,523.4,uV
routing,DR DRC count,0,
final_timing,Worst Tran Pin Value,0.2432,ns
global_route,first-pass GRT wire length,7072,um
final_layout,Post-Layout Inst Area,0.003304,mm2
power,leakage power,1.190,nW
worst_setup_path,cells along the critical path,"mux4_2, mux2_4, buf_2",
placement,RePlAce Congestion,0.7787,
## synthesized netlist by cell type (all sizes together)
master	n	area, um2
buf	4	40.03
clkbuf	1	3.750
edfxtp	64	1922
mux2	8	90.09
mux4	16	416.7
nand2	2	7.510
nand2b	3	18.77
nor2	6	22.52
nor3	2	10.01
## worst max path at each step
stage | end | slack, ns
6_report | DataOutB[2] | -0.14
5_1_grt | DataOutB[7] | -0.18
4_1_cts | DataOutB[7] | -0.14
## kinds of logic (layout without fill, tap and decap cells)
family	count (synthesis)	after routing
multiplexers	24	24
buffers and inverters	5	83
flip-flops	64	64
AND/OR/NAND/NOR	13	13
## repair_timing
item | CTS | global route
buffers inserted | 7 | 3
setup endpoints to repair | 8 | 9
resized | 59 | 3
cloned | 2 | 0
## stage by stage
stage	std cells	TNS, ns	util [%]	worst slack (ns)	hold slack [ns]
floorplan	106	0	-	0.07025	0.4589
global placement	224	-6.830	64.65	-0.8668	1.083
detailed placement	224	-6.829	64.65	-0.8628	1.103
CTS	248	-1.014	68.63	-0.1437	0.7567
global route	251	-1.312	69.05	-0.1828	0.7828
finish	251	-0.9411	69.05	-0.1400	0.7721
## cells in the final DEF (no fill, tap or decap)
cell type / instances
clkbuf_8: 9
mux2_4: 8
clkdlybuf4s50_1: 18
nor3_1: 2
buf_16: 2
nor2_1: 6
clkdlybuf4s15_2: 1
mux4_2: 16
buf_2: 8
nand2_1: 2
nand2b_1: 3
buf_4: 35
dlymetal6s2s_1: 1
buf_6: 1
edfxtp_1: 64
buf_12: 2
clkinv_1: 2
clkbuf_1: 4
## routing by layer
metal  up-vias  part of all wire (%)  global-route usage (%)
met2        72                    46                   28.09
met1       633                    41                   36.63
met5         -                     0                       0
met3        10                    11                   11.62
met4         0                   2.3                   3.922
li1        591                     -                       -
## power by group
part | total (mW) | internal (mW) | switching, mW
clock network | 0.938 | 0.484 | 0.454
registers | 1.70 | 1.69 | 0.0124
logic | 0.266 | 0.169 | 0.0972
total | 2.91 | 2.34 | 0.564
## layout make-up
| cell class | count | area, um2 |
|---|---|---|
| flip-flops and latches | 64 | 1922 |
| well taps | 67 | 83.83 |
| clock inverters | 2 | 7.507 |
| multi-input cells | 37 | 539.3 |
| clock buffers | 13 | 138.9 |
| fillers | 301 | 1481 |
| repair buffers | 68 | 613.1 |
No activity file was given, so power comes from the tool's default toggle rates.
